==> /design/flow/design.v <==
`timescale 1ns / 1ps
module alu(rst,func,shiftamt,a,b,o_data);
input rst;
input [5:0] func;
input [4:0] shiftamt;
input [31:0] a,b;
output reg [31:0] o_data;
always @(*) begin
        if(rst) begin
              o_data = 0;
        end
        else begin
              case(func)
                   0 : begin
                        if(a[31] == b[31]) begin
                             o_data =   a[30:0] + b[30:0];
                             o_data[31] = a[31];   
                        end  
                       else begin
                            if(a[30:0] > b[30:0]) begin
                                  o_data[30:0] =   a[30:0] - b[30:0];
                                  o_data[31] =     a[31];  
                            end 
                       else begin
                                  o_data[30:0] =   b[30:0] - a[30:0];
                                  o_data[31] = b[31];
                       end   
                  end
                   end
                   1 : o_data = a - b;
                   2 : o_data = a / b;
                   3 : begin
                         o_data[31]  = a[31]^b[31];
                         o_data[30:0]= a[30:0] * b[30:0];  
                   end
                   4 : o_data = b >> shiftamt;
                   5 : o_data = b << shiftamt;
                   6 : o_data = a >> shiftamt;
                   7 : o_data = a << shiftamt;
              endcase
        end
end
endmodule
`timescale 1ns / 1ps
module ctrl_alu(c_sig,i_func,i_shift_amt,func,shift_amt);
input [2:0]c_sig;
input [5:0] i_func;
input [4:0] i_shift_amt;
output reg [5:0] func;
output reg [4:0] shift_amt;
always @(*) begin
     case(c_sig) 
          0 : begin
              func = i_func;
              shift_amt = i_shift_amt;
          end
          1 : begin
              func = 6'b0;
              shift_amt = i_shift_amt;
          end
          2 : begin
              func = 6'b000011;
              shift_amt = i_shift_amt;
          end
          3 : begin
              func = 6'b000001;
              shift_amt = i_shift_amt;
          end
     endcase
end
endmodule
`timescale 1ns / 1ps
module EX(clk,rst,i_c_sig,i_bse,i_funct,i_shift_amt,i_a,i_b,i_se,i_rd,i_ctrl_mux,o_ctrl_mux,o_aluout,o_b,o_rd);
input clk,rst;
input [2:0] i_c_sig;
input i_bse;
input [5:0] i_funct;
input [4:0] i_shift_amt;
input [31:0] i_a,i_b,i_se;
input [4:0] i_rd;
input [2:0] i_ctrl_mux;
output reg [2:0]  o_ctrl_mux;
output reg [31:0] o_aluout,o_b;
output reg [4:0]  o_rd;
wire [5:0] func;
wire [4:0] shift_amt;
wire [31:0] b_se,aluout;
ctrl_alu control_alu(i_c_sig,i_funct,i_shift_amt,func,shift_amt);
alu      ALU(rst,func,shift_amt,i_a,b_se,aluout);
assign b_se = i_bse ? i_se : i_b;
always @(posedge clk) begin
      if(rst == 0) begin
            o_ctrl_mux = i_ctrl_mux;
            o_aluout   = aluout;
            o_b        = i_b;
            o_rd       = i_rd;
      end
end
endmodule
==> /design/flow/run.sh <==
#!/bin/bash
# OpenROAD 26Q1-2900-gdf79404cd8, Yosys 0.63+post, stock flow scripts
make -C /OpenROAD-flow-scripts/flow DESIGN_CONFIG=/design/flow/config.mk WORK_HOME=/design/flow/orfs finish
==> /design/flow/config.mk <==
export PLATFORM = sky130hd
export DESIGN_NAME = EX
export DESIGN_NICKNAME = EX
export VERILOG_FILES = /design/flow/design.v
export SDC_FILE = /design/flow/constraint.sdc
export NUM_CORES = 4
export LEC_CHECK = 1
export CORE_UTILIZATION = 30
==> /design/flow/constraint.sdc <==
current_design EX

set clk_period 1.0
set clk_io_pct 0.2

create_clock -name clk0 -period $clk_period [get_ports {clk}]

set non_clock_inputs [all_inputs -no_clocks]
set_input_delay [expr $clk_period * $clk_io_pct] -clock clk0 $non_clock_inputs
set_output_delay [expr $clk_period * $clk_io_pct] -clock clk0 [all_outputs]
==> results.txt <==
status: finished with violations
failing checks: setup timing
Worst Path Required: 0.80 ns
layout cells sized above 1: 0.0717
final routed wire length divided by cell count: 25.4 µm
pin count of the biggest net entering global routing: 72
VDD IR max: 3.48 mV
tool warnings: 91
gr ovfl total: 0
core footprint: 184000 µm²
register pins left without a clock: 43
WL met1: 108 mm
Yosys Instances: 7520
number of unconstrained endpoints: 75
Crit-path slowest cell: edfxtp_1
total power: 115000 µW
first-pass GRT wire length: 373 mm
Finished Layout Cells: 10.1k
crit path cell chain: buf_12 -> buf_6
Max-slew headroom: 0.268
final hold vios: 0
# setup viols final: 80
HPWL after detailed placement: 201 mm
Top FF cell, synth: edfxtp_1
top cells by area: ha_1, fa_1, nand2_1, xnor2_1, inv_1
Routability Congestion: 1.04
synthesis area per yosys: 55800 µm²
DRT antenna net count: 0
Final WS setup: -0.361 ns
Post-route DRC: 0
TNS Setup: -7.00 ns
min Tclk post-route: 1.36 ns
total global-route track usage: 0.276
endpoint type of the worst setup path: primary output
Area growth, synth to finish: 9.67%
LEAKAGE: 0.0283 µW
CTS tree: yes
cell accounting for the most synthesized area: ha_1
die width: 433 µm
Cell Pwr Density: 1880 nW/µm²
Logic pwr share: 0.934
pre-CTS setup slack: -0.612 ns
drt pass-1 iters: 6
met2 WL: 112 mm
pre-placement core utilization: 0.303
RSZ-0062 raised after global routing: true
cycle use final: 1.36
Post-Syn Area: 55800 µm²
Worst Tran Pin Value: 1.07 ns
switch share: 0.568
Hold Crit Class: in2reg
clock share of power: 0.033
hold_buf cts: 0
Reg clk slew, reported paths: 0.11 ns
Slew Viols, Final: 0
EDFF count, synth: 72
Post-Syn Instances: 7520
arrival time at the worst endpoint: 1.16 ns
Switch Pwr: 65400 µW
Clock Path Buffers: 2
placed cell count: 10.0k
Top Metal Used: met5
die area: 188000 µm²
total CTS buffers: 9
Boundary Pins: 193
Async S/R FF share, synth: 0
routed wire length: 256 mm
Worst setup SP type: flip-flop
vias: 57.5k
CTS H-tree depth: 3
Site Rows: 157
Port Buffer Count: 192
initial antenna violation count: 14
P_int: 49700 µW
Vias/cell: 5.72
Max stage delay on crit path: 0.43 ns
Synth warnings: 3
Flop pwr share: 0.034
hold depth: 1
Post-Route Utilization: 0.333
#FFs+latches synth: 115
Max Clock Freq: 735 MHz
vias in the first global route: 54.9k
Die Height: 433 µm
drt initial violations: 4727
clk root buf: clkbuf_16
Largest type area fraction: 0.166
kind of critical path: reg2out
max-cap viol count: 0
count of unique library cells instantiated by Yosys: 109
worst-path fanout max: 1
Mean Syn Cell Area: 7.41 µm²
WL met3: 22.0 mm
## sequential cells by signal, indices dropped and copies added, names as in the netlist
register and cells:
o_ctrl_mux 3, o_rd 5, ALU.o_data 32, control_alu.func 6, o_b 32, o_aluout 32, control_alu.shift_amt 5
## layout by cell type, fill, tap and decap left out, types with 73 or more instances in the layout
cell type,count
nor2_1,628
a211oi_1,84
buf_2,73
nand3_1,131
o21ai_0,312
xnor2_1,299
clkdlybuf4s50_1,116
ha_1,740
inv_1,678
xor2_1,164
buf_4,192
a21o_1,183
nand2_1,985
a21oi_1,498
mux2i_1,212
fa_1,383
nor3_1,181
o21a_1,163
a31oi_1,100
mux2_2,102
## cell families after synthesis
logic type,after synthesis,share of synthesized area
flops,72,0.0388
fa+ha+maj,1123,0.304
mux,327,0.0635
simple gates,2458,0.200
buf+inv,1042,0.0711
latches,43,0.0116
compound gates,1990,0.239
xor+xnor,465,0.0730
## layer usage
| metal | vias to the layer above | global-route usage |
|---|---|---|
| li1 | 26807 | - |
| met1 | 27866 | 0.374 |
| met2 | 2283 | 0.422 |
| met3 | 517 | 0.0662 |
| met4 | 6 | 0.116 |
| met5 | - | 0 |
## layout make-up
type	instances	area, µm²
inverter	699	2630
clock inverter	7	71.3
multi-input combinational	6363	49100
fill	19435	123000
antenna	6	15.0
clock buffer	9	225
sequential	115	2820
timing repair buffer	391	3160
tap	2464	3080
## final timing paths
path,slack [ns],to,start
setup / recovery,-0.36,o_b[24],o_b[24]$_DFFE_PN_
hold / removal,0.33,o_rd[1]$_DFFE_PN_,i_rd[1]
## per-stage QoR
step                hold slack (ns)  area (µm²)
global route                  0.322       61100
finish                        0.326       61100
global placement              0.760       61100
floorplan                     0.299       55800
detailed placement            0.758       61100
CTS                           0.300       61100
## synth_stat cells, types with 27 or more instances
library cell  number
xor2_1           164
and2_1            51
clkbuf_1         282
o21ai_0          312
dlxtn_1           43
nand3_1          132
a21o_1           183
nor2_1           630
edfxtp_1          72
mux2i_1          214
or2_2             31
a211oi_1          85
mux2_2           102
o21ai_1           40
a31o_2            28
or3_1             64
a221oi_1          38
nor2b_1           67
o211ai_1          61
o21a_1           163
and3_1            61
a31oi_1          100
ha_1             740
buf_1             40
nand2_1          985
nor3_1           183
inv_1            688
a21oi_1          502
o21bai_1          60
fa_1             383
o31ai_1           42
a2111oi_0         27
nand4_1           58
xnor2_1          301
o221ai_1          31
nor4_1            40
nand2b_1          57
o22ai_1           43
## power by group through the flow
stage / combinational, µW / sequential [µW] / clock (µW)
finish: 107000 / 3870 / 3770
global route: 117000 / 3900 / 3980
CTS: 108000 / 3880 / 3950
## worst max-delay path: cells and delay by family, from the launching register on
family	cells	cell delay [ns]
buffers and inverters	2	0.29
DFF	1	0.43
## timing repair
action | 4_1_cts | 5_1_grt
buffers inserted | 1 | 0
setup endpoints to repair | 119 | 72
resized | 228 | 0
gates cloned | 2 | 0
Power is estimated from default activity; no workload was simulated.
