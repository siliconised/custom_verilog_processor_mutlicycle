--- constraint.sdc ---
current_design IF

set clk_period 4.6
set clk_io_pct 0.2

create_clock -name clk0 -period $clk_period [get_ports {clk}]

set non_clock_inputs [all_inputs -no_clocks]
set_input_delay [expr $clk_period * $clk_io_pct] -clock clk0 $non_clock_inputs
set_output_delay [expr $clk_period * $clk_io_pct] -clock clk0 [all_outputs]
--- design.v ---
`timescale 1ns / 1ps
module IRAM(clk,rst,ld,k1,k2,k3,k4,k5,k6,k7,k8,k9,pc,instr,complete);
input clk,rst,ld;
input [15:0] k1,k2,k3,k4,k5,k6,k7,k8,k9;
input [31:0] pc;
output reg [31:0] instr;
output reg complete;
reg [15:0] mul_1,mul_2,mul_3,mul_4,mul_5,mul_6,mul_7,mul_8,mul_9;
reg [6:0]counter;
reg flag;
localparam AAD   = 6'b000001,
           AADI  = 6'b000010,
           MULI  = 6'b000011,
           SUBI  = 6'b000100,
           BEQ   = 6'b000101,
           JUMP  = 6'b000110,
           STORE = 6'b000111,
           LOAD  = 6'b001000,
           NOOP  = 6'b001001;
localparam REG_0  = 5'b00000,
           REG_1  = 5'b00001,
           REG_2  = 5'b00010,
           REG_3  = 5'b00011,
           REG_4  = 5'b00100,
           REG_5  = 5'b00101,
           REG_6  = 5'b00110,
           REG_7  = 5'b00111,
           REG_8  = 5'b01000,
           REG_9  = 5'b01001,
           REG_10 = 5'b01010,
           REG_11 = 5'b01011,
           REG_12 = 5'b01100,
           REG_13 = 5'b01101,
           REG_14 = 5'b01110,
           REG_15 = 5'b01111,
           REG_16 = 5'b10000,
           REG_17 = 5'b10001,
           REG_18 = 5'b10010,
           REG_19 = 5'b10011,
           REG_20 = 5'b10100,
           REG_21 = 5'b10101,
           REG_22 = 5'b10110,
           REG_23 = 5'b10111,
           REG_24 = 5'b11000,
           REG_25 = 5'b11001,
           REG_26 = 5'b11010,
           REG_27 = 5'b11011,
           REG_28 = 5'b11100,
           REG_29 = 5'b11101,
           REG_30 = 5'b11110,
           REG_31 = 5'b11111;
always @(posedge clk) begin
     if(rst) begin
             counter = 0;
     end
     else begin
             counter = counter + 1;
     end
end
always @(*) begin
        if(ld == 1) begin
               mul_1 = k1;
               mul_2 = k2;
               mul_3 = k3;
               mul_4 = k4;
               mul_5 = k5;
               mul_6 = k6;
               mul_7 = k7;
               mul_8 = k8;
               mul_9 = k9;
               complete = 0;
               flag = 0;
        end
        else begin
              if(counter == 4 && flag == 0) begin
                     instr = {JUMP , 26'b00_0000_0000_0000_0000_0000_0000};  
                     #10 flag = 1;
              end
              else begin
            case (pc/4)
                0 : instr = {AADI,REG_0,REG_1,16'b0000_0000_0000_0000};      
                1 : instr = {AADI,REG_0,REG_2,16'b0000_0000_0000_0000};      
                2 : instr = {AADI,REG_0,REG_3,16'b0000_0000_0000_0000};      
                3 : instr = {AADI,REG_0,REG_4,16'b0000_0000_0000_0000};      
                4 : instr = {AADI,REG_0,REG_5,16'b0000_0000_0000_0000};      
                5 : instr = {AADI,REG_0,REG_6,16'b0000_0000_0000_0000};      
                6 : instr = {AADI,REG_0,REG_7,16'b0000_0000_0000_0000};      
                7 : instr = {AADI,REG_0,REG_8,16'b0000_0000_0000_0000};      
                8 : instr = {AADI,REG_0,REG_9,16'b0000_0000_0000_0000};      
                9 : instr = {AADI,REG_0,REG_10,16'b0000_0000_0000_0000};      
               10 : instr = {AADI,REG_0,REG_25,16'b0000_0000_0000_0000};      
               11 : instr = {AADI,REG_0,REG_26,16'b0000_0001_0000_0000};      
               12 : instr = {AADI,REG_0,REG_27,16'b0000_0000_0000_0000};      
               13 : instr = {AADI,REG_0,REG_28,16'b0000_0000_0000_0000};      
               14 : instr = {AADI,REG_0,REG_29,16'b0000_0000_0000_0000};      
               15 : instr = {AADI,REG_0,REG_30,16'b0000_0000_0000_0000};      
               16 : instr = {AADI,REG_0,REG_31,16'b0000_0000_0000_0000};      
               17 : instr = {NOOP,REG_0 ,REG_0 ,16'b0000_0000_0000_0000};      
               18 : instr = {NOOP,REG_0 ,REG_0 ,16'b0000_0000_0000_0000};      
               19 : instr = {NOOP,REG_0 ,REG_0 ,16'b0000_0000_0000_0000};      
               20 : instr = {NOOP,REG_0 ,REG_0 ,16'b0000_0000_0000_0000};      
               21 : instr = {NOOP,REG_0 ,REG_0 ,16'b0000_0000_0000_0000};      
               22 : instr = {MULI,REG_30,REG_29,16'b0000_0001_0000_0010};      
               23 : instr = {NOOP,REG_0 ,REG_0 ,16'b0000_0000_0000_0000};      
               24 : instr = {NOOP,REG_0 ,REG_0 ,16'b0000_0000_0000_0000};      
               25 : instr = {NOOP,REG_0 ,REG_0 ,16'b0000_0000_0000_0000};      
               26 : instr = {NOOP,REG_0 ,REG_0 ,16'b0000_0000_0000_0000};      
               27 : instr = {NOOP,REG_0 ,REG_0 ,16'b0000_0000_0000_0000};      
               28 : instr = {AAD ,REG_29,REG_31,REG_29,5'b00000,6'b000000};    
               29 : instr = {NOOP,REG_0 ,REG_0 ,16'b0000_0000_0000_0000};      
               30 : instr = {NOOP,REG_0 ,REG_0 ,16'b0000_0000_0000_0000};      
               31 : instr = {NOOP,REG_0 ,REG_0 ,16'b0000_0000_0000_0000};      
               32 : instr = {NOOP,REG_0 ,REG_0 ,16'b0000_0000_0000_0000};      
               33 : instr = {NOOP,REG_0 ,REG_0 ,16'b0000_0000_0000_0000};      
               34 : instr = {AADI,REG_29,REG_28,16'b0000_0001_0000_0010};      
               35 : instr = {AADI,REG_29,REG_27,16'b0000_0010_0000_0100};      
               36 : instr = {LOAD,REG_29,REG_1,16'b0000_0000_0000_0000};       
               37 : instr = {LOAD,REG_29,REG_2,16'b0000_0000_0000_0001};       
               38 : instr = {LOAD,REG_29,REG_3,16'b0000_0000_0000_0010};       
               39 : instr = {LOAD,REG_28,REG_4,16'b0000_0000_0000_0000};       
               40 : instr = {LOAD,REG_28,REG_5,16'b0000_0000_0000_0001};       
               41 : instr = {LOAD,REG_28,REG_6,16'b0000_0000_0000_0010};       
               42 : instr = {LOAD,REG_27,REG_7,16'b0000_0000_0000_0000};       
               43 : instr = {LOAD,REG_27,REG_8,16'b0000_0000_0000_0001};       
               44 : instr = {LOAD,REG_27,REG_9,16'b0000_0000_0000_0010};       
               45 : instr = {MULI,REG_1 ,REG_1,mul_1};                         
               46 : instr = {MULI,REG_2 ,REG_2,mul_2};                         
               47 : instr = {MULI,REG_3 ,REG_3,mul_3};                         
               48 : instr = {MULI,REG_4 ,REG_4,mul_4};                         
               49 : instr = {MULI,REG_5 ,REG_5,mul_5};                         
               50 : instr = {MULI,REG_6 ,REG_6,mul_6};                         
               51 : instr = {MULI,REG_7 ,REG_7,mul_7};                         
               52 : instr = {MULI,REG_8 ,REG_8,mul_8};                         
               53 : instr = {MULI,REG_9 ,REG_9,mul_9};                         
               54 : instr = {AAD ,REG_1 ,REG_2 ,REG_2 ,5'b00000,6'b000000};    
               55 : instr = {AAD ,REG_3 ,REG_4 ,REG_4 ,5'b00000,6'b000000};    
               56 : instr = {AAD ,REG_5 ,REG_6 ,REG_6 ,5'b00000,6'b000000};    
               57 : instr = {AAD ,REG_7 ,REG_8 ,REG_8 ,5'b00000,6'b000000};    
               58 : instr = {NOOP,REG_0 ,REG_0 ,16'b0000_0000_0000_0000};      
               59 : instr = {AAD ,REG_2 ,REG_9 ,REG_2 ,5'b00000,6'b000000};    
               60 : instr = {AAD ,REG_4 ,REG_6 ,REG_4 ,5'b00000,6'b000000};    
               61 : instr = {NOOP,REG_0 ,REG_0 ,16'b0000_0000_0000_0000};      
               62 : instr = {NOOP,REG_0 ,REG_0 ,16'b0000_0000_0000_0000};      
               63 : instr = {NOOP,REG_0 ,REG_0 ,16'b0000_0000_0000_0000};      
               64 : instr = {AAD ,REG_2 ,REG_8 ,REG_2 ,5'b00000,6'b000000};    
               65 : instr = {NOOP,REG_0 ,REG_0 ,16'b0000_0000_0000_0000};      
               66 : instr = {NOOP,REG_0 ,REG_0 ,16'b0000_0000_0000_0000};      
               67 : instr = {NOOP,REG_0 ,REG_0 ,16'b0000_0000_0000_0000};      
               68 : instr = {NOOP,REG_0 ,REG_0 ,16'b0000_0000_0000_0000};      
               69 : instr = {AAD ,REG_4 ,REG_2 ,REG_10 ,5'b00000,6'b000000};    
               70 : instr = {AADI ,REG_31 ,REG_31,16'b0000_0000_0000_0001};    
               71 : instr = {NOOP,REG_0 ,REG_0 ,16'b0000_0000_0000_0000};      
               72 : instr = {NOOP,REG_0 ,REG_0 ,16'b0000_0000_0000_0000};      
               73 : instr = {NOOP,REG_0 ,REG_0 ,16'b0000_0000_0000_0000};      
               74 : instr = {STORE,REG_25,REG_10 ,16'b0000_0000_0000_0000};    
               75 : instr = {AADI ,REG_25 ,REG_25,16'b0000_0000_0000_0001};    
               76 : instr = {BEQ  ,REG_31 ,REG_26,16'b0000_0000_0000_0011};    
               77 : instr = {NOOP,REG_0 ,REG_0 ,16'b0000_0000_0000_0000};      
               78 : instr = {NOOP,REG_0 ,REG_0 ,16'b0000_0000_0000_0000};      
               79 : instr = {JUMP , 26'b00_0000_0000_0000_0000_0001_0101};  
               80 : instr = {NOOP,REG_0 ,REG_0 ,16'b0000_0000_0000_0000};      
               81 : instr = {AADI ,REG_0 ,REG_31 ,16'b0000_0000_0000_0000};    
               82 : instr = {AADI ,REG_30 ,REG_30,16'b0000_0000_0000_0001};    
               83 : instr = {NOOP,REG_0 ,REG_0 ,16'b0000_0000_0000_0000};      
               84 : instr = {NOOP,REG_0 ,REG_0 ,16'b0000_0000_0000_0000};      
               85 : instr = {NOOP,REG_0 ,REG_0 ,16'b0000_0000_0000_0000};      
               86 : instr = {NOOP,REG_0 ,REG_0 ,16'b0000_0000_0000_0000};      
               87 : instr = {BEQ  ,REG_30 ,REG_26,16'b0000_0000_0000_0011};    
               88 : instr = {NOOP,REG_0 ,REG_0 ,16'b0000_0000_0000_0000};      
               89 : instr = {JUMP , 26'b00_0000_0000_0000_0000_0001_0101};  
               90 : instr = {NOOP,REG_0 ,REG_0 ,16'b0000_0000_0000_0000};      
               91 : instr = {NOOP,REG_0 ,REG_0 ,16'b0000_0000_0000_0000};      
               92 : complete = 1;
           endcase
       end
       end
end
endmodule
`timescale 1ns / 1ps
module if_mux(c_sig,inc_pc,jump_addr,pc);
input c_sig;
input [31:0] inc_pc;
input [31:0] jump_addr;
output reg [31:0] pc;
always @(*) begin
       case(c_sig)
             0 : pc = inc_pc;
             1 : pc = jump_addr;
             default : pc = inc_pc;
       endcase
end
endmodule
`timescale 1ns / 1ps
module inc_pc(ppc,npc);
input  [31:0] ppc;
output [31:0] npc;
assign npc = ppc + 4;
endmodule
`timescale 1ns / 1ps
module IF(clk,rst,ld,k1,k2,k3,k4,k5,k6,k7,k8,k9,new_pc,pc_ctrl_sig,o_pc,o_instr,comp);
input clk,rst,ld;
input [15:0] k1,k2,k3,k4,k5,k6,k7,k8,k9;
input [31:0] new_pc;
input pc_ctrl_sig;
output reg [31:0] o_pc,o_instr;
output comp;
wire [31:0] ppc,npc,incre_pc;
wire [31:0] instr;
wire complete;
assign comp = complete;
p_c    pc(clk,rst,ppc,npc);
IRAM   iram(clk,rst,ld,k1,k2,k3,k4,k5,k6,k7,k8,k9,npc,instr,complete);
inc_pc increment_pc(npc,incre_pc);
if_mux IF_mucx(pc_ctrl_sig,incre_pc,new_pc,ppc);
always @(posedge clk) begin
      if(rst == 0) begin
          o_pc <= incre_pc;
          o_instr <= instr;
      end
end
endmodule
`timescale 1ns / 1ps
module p_c(clk,rst,ppc,npc);
input clk,rst;
input [31:0] ppc;
output reg [31:0] npc;
always @(posedge clk) begin
        if(rst)
            npc = 0;
        else
            npc = ppc;
end
endmodule
--- run.sh ---
#!/bin/bash
# OpenROAD 26Q1-2900-gdf79404cd8, Yosys 0.63+post, stock flow scripts
make -C /OpenROAD-flow-scripts/flow DESIGN_CONFIG=/design/flow/config.mk WORK_HOME=/design/flow/orfs finish
--- config.mk ---
export PLATFORM = sky130hd
export DESIGN_NAME = IF
export DESIGN_NICKNAME = IF
export VERILOG_FILES = /design/flow/design.v
export SDC_FILE = /design/flow/constraint.sdc
export NUM_CORES = 4
export LEC_CHECK = 1
export CORE_UTILIZATION = 30
==> metrics.txt <==
# HELP chip_impl_metric Flow report values
# TYPE chip_impl_metric gauge
chip_impl_metric{name="nFillCells",unit=""} 2829
chip_impl_metric{name="detailed_routing_iteration_count_for_the_pre_antenna_repair_pass",unit=""} 5
chip_impl_metric{name="design_area",unit="µm²"} 12100
chip_impl_info{name="ys_dominant_reg_cell",value="dlxtp_1"} 1
chip_impl_metric{name="setup_viol_count_final",unit=""} 0
chip_impl_metric{name="postSynthRegisterBits",unit=""} 277
chip_impl_metric{name="routability_driven_placement_congestion_ratio",unit=""} 0.996
chip_impl_metric{name="vdd.ir_drop.worst",unit="V"} 0.000150
chip_impl_metric{name="design.die.area",unit="µm²"} 30400
chip_impl_metric{name="design.core.area",unit="µm²"} 29000
chip_impl_metric{name="post_drt_via_cell_ratio",unit=""} 5.15
chip_impl_metric{name="dp.final_hpwl",unit="µm"} 22500
chip_impl_metric{name="cts_buffer_depth",unit=""} 2
chip_impl_metric{name="hold-worst-slack",unit="ns"} 0.438
chip_impl_metric{name="timing.final.crit_share",unit="%"} 63.8
chip_impl_metric{name="warnings",unit=""} 29
chip_impl_metric{name="timing.max_cap.violations",unit=""} 0
chip_impl_metric{name="grt_max_degree",unit=""} 77
chip_impl_metric{name="drt_wl_total",unit="µm"} 29500
chip_impl_info{name="worstHoldStart",value="pc.npc[1]$_SDFFE_PP0P_"} 1
chip_impl_metric{name="ant_nets",unit=""} 0
chip_impl_info{name="worstHoldEndpoint",value="o_pc[1]$_DFFE_PN_"} 1
chip_impl_info{name="clockRootBuffer",value="clkbuf_16"} 1
chip_impl_info{name="unrepaired_setup_endpoints_after_global_routing",value="no"} 1
chip_impl_metric{name="crit_fanout",unit=""} 23
chip_impl_info{name="critPathCaptureType",value="register"} 1
chip_impl_metric{name="yosys.area.top_type_share",unit="%"} 24.2
chip_impl_metric{name="hold_viol",unit=""} 0
chip_impl_info{name="yosysTopAreaCell",value="dlxtp_1"} 1
chip_impl_metric{name="r2r_cells",unit=""} 9
chip_impl_info{name="tritoncts",value="done"} 1
chip_impl_metric{name="yosys.cell_types.count",unit=""} 73
chip_impl_metric{name="ys_cells",unit=""} 855
chip_impl_metric{name="register_pins_left_without_a_clock",unit=""} 176
chip_impl_metric{name="p_per_area",unit="nW/µm²"} 198
chip_impl_metric{name="initialDrtViolationCount",unit=""} 572
chip_impl_info{name="final_common_cell",value="clkdlybuf4s50_1"} 1
chip_impl_info{name="ys_top_cells_by_area",value="dlxtp_1, edfxtp_1, dfxtp_1, dlxtn_1, nor2_1"} 1
chip_impl_metric{name="timing.final.max_slew_violations",unit=""} 0
chip_impl_metric{name="routed_length_per_placed_instance",unit="µm"} 20.1
chip_impl_metric{name="row_count",unit=""} 62
chip_impl_metric{name="final_core_util",unit="%"} 41.6
chip_impl_metric{name="post_route_cells_drive_above_1_share",unit="%"} 5.25
chip_impl_info{name="path_class",value="reg2reg"} 1
chip_impl_info{name="regToRegStartpoint",value="pc.npc[2]$_SDFF_PP0_"} 1
chip_impl_metric{name="grt_util_all_layers",unit="%"} 19.6
chip_impl_metric{name="finalNonFillerCells",unit=""} 1469
chip_impl_info{name="worst_setup_path_start_kind",value="register"} 1
chip_impl_metric{name="totalPowerFinal",unit="mW"} 2.39
chip_impl_metric{name="detail_route.antenna_diodes",unit=""} 0
chip_impl_metric{name="placement.io_buffers",unit=""} 242
chip_impl_metric{name="antenna_violations_before_repair",unit=""} 1
chip_impl_metric{name="highest_clock_rate",unit="MHz"} 341
chip_impl_metric{name="fin_setup_tns",unit="ns"} 0
chip_impl_metric{name="grt-ovfl-total",unit=""} 0
chip_impl_info{name="hold_class",value="reg2reg"} 1
chip_impl_metric{name="drc",unit=""} 0
chip_impl_metric{name="syn-cell-area",unit="µm²"} 8920
chip_impl_info{name="layout_top_cells",value="clkdlybuf4s50_1, dlxtp_1, nor2_1"} 1
chip_impl_metric{name="floorplan.die.height",unit="µm"} 174
chip_impl_metric{name="average_cell_area_after_synthesis",unit="µm²"} 10.4
chip_impl_metric{name="postPlaceCellArea",unit="µm²"} 11700
chip_impl_metric{name="critPathRequiredTime",unit="ns"} 4.82
chip_impl_metric{name="layout-area-overhead-vs-synth",unit="%"} 35.2
chip_impl_metric{name="synthesis.instances",unit=""} 855
chip_impl_metric{name="finalWorstSetupSlack",unit="ns"} 1.67
chip_impl_metric{name="post-place-ws",unit="ns"} 1.58
chip_impl_metric{name="via_count_of_the_first_global_routing_pass",unit=""} 7127
chip_impl_metric{name="numCtsBuffers",unit=""} 9
chip_impl_metric{name="enable_flop_cells",unit=""} 62
chip_impl_metric{name="postCtsResizedCells",unit=""} 0
chip_impl_info{name="critical_path.reg2reg.endpoint",value="pc.npc[26]$_SDFF_PP0_"} 1
chip_impl_metric{name="post-cts-setup-buffers",unit=""} 0
chip_impl_metric{name="postCtsHoldBufs",unit=""} 0
chip_impl_metric{name="width_of_the_die",unit="µm"} 174
chip_impl_metric{name="clock_insertion_delay_worst_skew",unit="ns"} 0.35
chip_impl_metric{name="relSlewSlack",unit="%"} 37.2
chip_impl_metric{name="initial_utilization",unit="%"} 30.7
chip_impl_metric{name="r2r_slack",unit="ns"} 1.67
chip_impl_metric{name="synthArstFlopShare",unit="%"} 0
chip_impl_metric{name="period_minus_slack",unit="ns"} 2.93
chip_impl_metric{name="dp.cells",unit=""} 1453
chip_impl_metric{name="cts.reportedPaths.clkPinSlew",unit="ns"} 0.08
chip_impl_metric{name="yosys_warnings",unit=""} 5
chip_impl_metric{name="first_pass_grt_wire_length",unit="µm"} 43700
chip_impl_metric{name="yosys_area",unit="µm²"} 8920
chip_impl_metric{name="clock_skew",unit="ns"} 0.0112
chip_impl_info{name="outcome",value="completed"} 1
chip_impl_metric{name="worst_ep_arrival_time",unit="ns"} 3.16
chip_impl_metric{name="whs_path_depth",unit=""} 0
chip_impl_metric{name="unconstrained_endpoints",unit=""} 207
chip_impl_metric{name="power.leakage",unit="nW"} 4.59
chip_impl_metric{name="max_slew.worst_pin.slew",unit="ns"} 0.940
chip_impl_metric{name="clock_tree.htree_level_count",unit=""} 3
chip_impl_metric{name="route.vias.total",unit=""} 7560
chip_impl_metric{name="ioPinCount",unit=""} 245
cell families (layout without fill, tap and decap cells):
kind of cell               Yosys count  after routing  share of synthesized area (%)
AOI/OAI and AO/OA                  193            193                           16.1
xor gates and xnor gates            33             33                           3.24
adders and majority gates            6              6                          0.842
buffers and inverters               67            296                           3.49
DFF                                101            101                           29.6
latches                            176            176                           29.6
muxes                               26             26                           2.92
other                                1              2                         0.0420
and+or+nand+nor                    252            252                           14.1
sequential cells by signal, summed over array words and instances (netlist names):
signal and count:
iram.mul_7 16, iram.complete 1, o_instr 30, iram.instr 30
iram.mul_8 16, pc.npc 32, iram.mul_3 16, iram.mul_9 16
iram.mul_1 16, iram.mul_5 16, o_pc 32, iram.flag 1
iram.mul_4 16, iram.mul_6 16, iram.counter 7, iram.mul_2 16
routing by layer:
| metal | up-vias | routed length [µm] | share of wire [%] | GRT usage (%) |
|---|---|---|---|---|
| met5 | - | 0 | 0 | 0 |
| met4 | 0 | 537 | 1.8 | 3.07 |
| met3 | 37 | 2300 | 7.8 | 4.10 |
| met2 | 321 | 13200 | 45 | 28.9 |
| met1 | 3614 | 13500 | 46 | 31.1 |
| li1 | 3588 | - | - | - |
worst max-delay path: stages (launching register included):
cell and delay [ns]:
dfxtp_1 0.42, ha_1 0.17, buf_4 0.27, nand3_2 0.20
or3_1 0.51, nor4_1 0.70, nand3_1 0.19, xnor2_1 0.17
mux2i_1 0.13, nor2_1 0.05
cells in the mapped netlist, types with 5 or more instances:
library cell  number
clkbuf_1          25
xor2_1            12
a22oi_1           19
a21oi_1           37
nor4_1            10
nand3_1           23
or3_1              6
a22o_1            14
nor2_1            83
a41oi_1            8
dlxtn_1           32
and3_1            16
ha_1               6
nand2_1           44
dlxtp_1          144
inv_1             16
nor3_1            23
nand4_1            6
o21ai_0           17
xnor2_1           21
a31oi_1           19
mux2i_1           26
nor3b_1            6
buf_2             12
dfxtp_1           39
o22ai_1            5
a222oi_1           9
nor2b_1            6
a221oi_1          20
buf_4              8
o21a_1             5
edfxtp_1          62
a211oi_1           6
where the power goes:
group	internal (mW)	switching (mW)	total (mW)
registers	1.11	0.0472	1.16
logic	0.254	0.204	0.458
clock network	0.415	0.359	0.774
total	1.78	0.611	2.39
worst max-delay path by stage:
stage	from	to	slack (ns)	depth (start not counted)
final	pc.npc[2]$_SDFF_PP0_	pc.npc[26]$_SDFF_PP0_	1.67	9
after global routing	pc.npc[2]$_SDFF_PP0_	pc.npc[26]$_SDFF_PP0_	1.37	9
after CTS	pc.npc[2]$_SDFF_PP0_	pc.npc[26]$_SDFF_PP0_	1.64	9
final cells by class:
type                    count  area [µm²]  share of cell area (%)
flip-flops and latches    277        5290                    43.8
multi-input cells         512        3340                    27.7
inverters                  16        60.1                   0.498
repair buffers            264        2580                    21.4
well taps                 384         480                    3.98
clock buffers              10         250                    2.07
clock inverters             6        61.3                   0.508
Power and IR drop assume default switching activity.
