### flow/run.sh
#!/bin/bash
# OpenROAD 26Q1-2900-gdf79404cd8, Yosys 0.63+post, stock flow scripts
make -C /OpenROAD-flow-scripts/flow DESIGN_CONFIG=/design/flow/config.mk WORK_HOME=/design/flow/orfs finish
### flow/config.mk
export PLATFORM = sky130hd
export DESIGN_NAME = ID
export DESIGN_NICKNAME = ID
export VERILOG_FILES = /design/flow/design.v
export SDC_FILE = /design/flow/constraint.sdc
export NUM_CORES = 4
export LEC_CHECK = 1
export CORE_UTILIZATION = 40
### flow/constraint.sdc
current_design ID

set clk_period 15.1
set clk_io_pct 0.2

create_clock -name clk0 -period $clk_period [get_ports {clk}]

set non_clock_inputs [all_inputs -no_clocks]
set_input_delay [expr $clk_period * $clk_io_pct] -clock clk0 $non_clock_inputs
set_output_delay [expr $clk_period * $clk_io_pct] -clock clk0 [all_outputs]
### flow/design.v
`timescale 1ns / 1ps
module branch_npc_add(in_1,in_2,out);
input [31:0] in_1,in_2;
output reg [31:0] out;
always @(*) begin
     if(in_1[31] == in_2[31]) begin
           out =   in_1[30:0] + in_2[30:0];
           out[31] = in_1[31];   
     end
     else begin
          if(in_1[30:0] > in_2[30:0]) begin
                out[30:0] =   in_1[30:0] - in_2[30:0];
                out[31] = in_1[31];  
          end 
          else begin
                out[30:0] =   in_2[30:0] - in_1[30:0];
                out[31] = in_2[31];
          end   
     end
end
endmodule
`timescale 1ns / 1ps
module control_unit(opcode,c_sig);
input [5:0] opcode;
output reg [10:0]c_sig;
always @(opcode) begin
       case(opcode)
           1 : c_sig = 11'b0_0_0_0_0_000_0_0_1;  
           2 : c_sig = 11'b0_1_0_0_1_001_0_0_1;  
           3 : c_sig = 11'b0_1_0_0_1_010_0_0_1;  
           4 : c_sig = 11'b0_1_0_0_1_011_0_0_1;  
           5 : c_sig = 11'b1_0_1_0_0_111_0_0_0;  
           6 : c_sig = 11'b1_0_0_1_0_111_0_0_0;  
           7 : c_sig = 11'b0_1_0_0_1_001_0_1_0;  
           8 : c_sig = 11'b0_1_0_0_1_001_1_0_1;  
           9 : c_sig = 11'b0_0_0_0_0_111_0_0_0;  
       endcase
end
endmodule
`timescale 1ns / 1ps
module ID(clk,rst,i_rd,wb,i_pc,i_instr,o_ctrl_alu,o_bse,o_funct,o_shift_amt,o_a,o_b,o_se,o_rd,o_ctrl_mux,new_pc,pc_ctrl_sig);
input clk,rst;
input [4:0]  i_rd;
input [31:0] wb;
input [31:0] i_pc,i_instr;
output reg [2:0] o_ctrl_alu;
output reg o_bse;
output reg [5:0] o_funct;
output reg [4:0] o_shift_amt;
output reg [31:0] o_a,o_b,o_se;
output reg [4:0] o_rd;
output reg [2:0] o_ctrl_mux;
output [31:0] new_pc;
output pc_ctrl_sig;
wire [10:0] c_sig;
wire [31:0] a,b,se,npc_se,npc_branch;
wire [4:0] rd;
control_unit      cu(i_instr[31:26],c_sig);
regbank           reg_bank(rst,i_instr[25:21],i_instr[20:16],i_rd,wb,a,b,comp_sig);
sign_extend       sig_ext(i_instr[15:0],se);
assign rd = c_sig[9] ?  i_instr[20:16] : i_instr[15:11];
branch_npc_add bna({i_instr[15],{14{1'b0}},i_instr[14:0],2'b00},i_pc[31:0],npc_se);
assign npc_branch = (c_sig[8]&comp_sig) ? npc_se : i_pc[31:0];
assign new_pc = c_sig[7] ? {i_pc[31:28],i_instr[25:0],2'b00} : npc_branch;
assign pc_ctrl_sig = c_sig[10];
always @(posedge clk) begin
    if(rst == 0) begin
    o_ctrl_alu = c_sig[5:3];
    o_bse = c_sig[6];
    o_funct = i_instr[5:0];
    o_shift_amt = i_instr[10:6];
    o_a = a;
    o_b = b;
    o_se = se;
    o_rd = rd;
    o_ctrl_mux = {c_sig[2],c_sig[1],c_sig[0]};
    end
end
endmodule
`timescale 1ns / 1ps
module regbank(rst,rs,rt,rd,i_data,a,b,comp_sig);
input rst;
input [4:0] rs,rt,rd;
input [31:0] i_data;
output reg [31:0] a,b;
output reg comp_sig;
wire [31:0] a_00,b_00;
wire [31:0] a_01,b_01;
wire [31:0] a_02,b_02;
wire [31:0] a_03,b_03;
wire [31:0] a_04,b_04;
wire [31:0] a_05,b_05;
wire [31:0] a_06,b_06;
wire [31:0] a_07,b_07;
wire [31:0] a_08,b_08;
wire [31:0] a_09,b_09;
wire [31:0] a_10,b_10;
wire [31:0] a_25,b_25;
wire [31:0] a_26,b_26;
wire [31:0] a_27,b_27;
wire [31:0] a_28,b_28;
wire [31:0] a_29,b_29;
wire [31:0] a_30,b_30;
wire [31:0] a_31,b_31;
reg [31:0] i_data_00;
reg [31:0] i_data_01;
reg [31:0] i_data_02;
reg [31:0] i_data_03;
reg [31:0] i_data_04;
reg [31:0] i_data_05;
reg [31:0] i_data_06;
reg [31:0] i_data_07;
reg [31:0] i_data_08;
reg [31:0] i_data_09;
reg [31:0] i_data_10;
reg [31:0] i_data_25;
reg [31:0] i_data_26;
reg [31:0] i_data_27;
reg [31:0] i_data_28;
reg [31:0] i_data_29;
reg [31:0] i_data_30;
reg [31:0] i_data_31;
register_00 R00(rst,rs,rt,rd,i_data_00,a_00,b_00);
register_01 R01(rst,rs,rt,rd,i_data_01,a_01,b_01);
register_02 R02(rst,rs,rt,rd,i_data_02,a_02,b_02);
register_03 R03(rst,rs,rt,rd,i_data_03,a_03,b_03);
register_04 R04(rst,rs,rt,rd,i_data_04,a_04,b_04);
register_05 R05(rst,rs,rt,rd,i_data_05,a_05,b_05);
register_06 R06(rst,rs,rt,rd,i_data_06,a_06,b_06);
register_07 R07(rst,rs,rt,rd,i_data_07,a_07,b_07);
register_08 R08(rst,rs,rt,rd,i_data_08,a_08,b_08);
register_09 R09(rst,rs,rt,rd,i_data_09,a_09,b_09);
register_10 R10(rst,rs,rt,rd,i_data_10,a_10,b_10);
register_25 R25(rst,rs,rt,rd,i_data_25,a_25,b_25);
register_26 R26(rst,rs,rt,rd,i_data_26,a_26,b_26);
register_27 R27(rst,rs,rt,rd,i_data_27,a_27,b_27);
register_28 R28(rst,rs,rt,rd,i_data_28,a_28,b_28);
register_29 R29(rst,rs,rt,rd,i_data_29,a_29,b_29);
register_30 R30(rst,rs,rt,rd,i_data_30,a_30,b_30);
register_31 R31(rst,rs,rt,rd,i_data_31,a_31,b_31);
always @(*) begin
        if(a == b)
            comp_sig = 1;
        else
            comp_sig = 0;
end
always @(*) begin
        case(rs)
             0 : a = a_00;  
             1 : a = a_01;  
             2 : a = a_02;  
             3 : a = a_03;  
             4 : a = a_04;  
             5 : a = a_05;  
             6 : a = a_06;  
             7 : a = a_07;  
             8 : a = a_08;  
             9 : a = a_09;  
            10 : a = a_10;  
            25 : a = a_25;  
            26 : a = a_26;  
            27 : a = a_27;  
            28 : a = a_28;  
            29 : a = a_29;  
            30 : a = a_30;  
            31 : a = a_31;   
        endcase
        case(rt)
             0 : b = b_00;  
             1 : b = b_01;  
             2 : b = b_02;  
             3 : b = b_03;  
             4 : b = b_04;  
             5 : b = b_05;  
             6 : b = b_06;  
             7 : b = b_07;  
             8 : b = b_08;  
             9 : b = b_09;  
            10 : b = b_10;  
            25 : b = b_25;  
            26 : b = b_26;  
            27 : b = b_27;  
            28 : b = b_28;  
            29 : b = b_29;  
            30 : b = b_30;  
            31 : b = b_31;   
        endcase
end
always @(rd or i_data) begin
      case(rd)
             0 : i_data_00 = i_data;  
             1 : i_data_01 = i_data;  
             2 : i_data_02 = i_data;  
             3 : i_data_03 = i_data;  
             4 : i_data_04 = i_data;  
             5 : i_data_05 = i_data;  
             6 : i_data_06 = i_data;  
             7 : i_data_07 = i_data;  
             8 : i_data_08 = i_data;  
             9 : i_data_09 = i_data;  
            10 : i_data_10 = i_data;  
            25 : i_data_25 = i_data;  
            26 : i_data_26 = i_data;  
            27 : i_data_27 = i_data;  
            28 : i_data_28 = i_data;  
            29 : i_data_29 = i_data;  
            30 : i_data_30 = i_data;  
            31 : i_data_31 = i_data;   
        endcase
end
endmodule
`timescale 1ns / 1ps
module register_00(rst,rs,rt,rd,i_data,out_data_a,out_data_b);
input rst;
input [4:0]rs,rt,rd;
input [31:0] i_data;
output reg [31:0] out_data_a;
output reg [31:0] out_data_b;
reg [4:0]  reg_num;
reg [31:0] reg_data;
always @(*) begin
      if(rst) begin
            reg_num = 0;
      end
      else begin
          if(reg_num == rs)
               out_data_a <= 0;
          if(reg_num == rt)
               out_data_b <= 0;
          if(reg_num == rd)    
               reg_data <= i_data;
      end
end
endmodule
`timescale 1ns / 1ps
module register_01(rst,rs,rt,rd,i_data,out_data_a,out_data_b);
input rst;
input [4:0]rs,rt,rd;
input [31:0] i_data;
output reg [31:0] out_data_a;
output reg [31:0] out_data_b;
reg [4:0]  reg_num;
reg [31:0] reg_data;
always @(*) begin
      if(rst) begin
            reg_num = 1;
      end
      else begin
          if(reg_num == rs)
               out_data_a <= reg_data;
          if(reg_num == rt)
               out_data_b <= reg_data;
          if(reg_num == rd)    
               reg_data <= i_data;
      end
end
endmodule
`timescale 1ns / 1ps
module register_02(rst,rs,rt,rd,i_data,out_data_a,out_data_b);
input rst;
input [4:0]rs,rt,rd;
input [31:0] i_data;
output reg [31:0] out_data_a;
output reg [31:0] out_data_b;
reg [4:0]  reg_num;
reg [31:0] reg_data;
always @(*) begin
      if(rst) begin
            reg_num = 2; 
      end
      else begin
          if(reg_num == rs)
               out_data_a <= reg_data;
          if(reg_num == rt)
               out_data_b <= reg_data;
          if(reg_num == rd)    
               reg_data <= i_data;
      end
end
endmodule
`timescale 1ns / 1ps
module register_03(rst,rs,rt,rd,i_data,out_data_a,out_data_b);
input rst;
input [4:0]rs,rt,rd;
input [31:0] i_data;
output reg [31:0] out_data_a;
output reg [31:0] out_data_b;
reg [4:0]  reg_num;
reg [31:0] reg_data;
always @(*) begin
      if(rst) begin
            reg_num = 3;
      end
      else begin
          if(reg_num == rs)
               out_data_a <= reg_data;
          if(reg_num == rt)
               out_data_b <= reg_data;
          if(reg_num == rd)    
               reg_data <= i_data;
      end
end
endmodule
`timescale 1ns / 1ps
module register_04(rst,rs,rt,rd,i_data,out_data_a,out_data_b);
input rst;
input [4:0]rs,rt,rd;
input [31:0] i_data;
output reg [31:0] out_data_a;
output reg [31:0] out_data_b;
reg [4:0]  reg_num;
reg [31:0] reg_data;
always @(*) begin
      if(rst) begin
            reg_num = 4;
      end
      else begin
          if(reg_num == rs)
               out_data_a <= reg_data;
          if(reg_num == rt)
               out_data_b <= reg_data;
          if(reg_num == rd)    
               reg_data <= i_data;
      end
end
endmodule
`timescale 1ns / 1ps
module register_05(rst,rs,rt,rd,i_data,out_data_a,out_data_b);
input rst;
input [4:0]rs,rt,rd;
input [31:0] i_data;
output reg [31:0] out_data_a;
output reg [31:0] out_data_b;
reg [4:0]  reg_num;
reg [31:0] reg_data;
always @(*) begin
      if(rst) begin
            reg_num = 5;
      end
      else begin
          if(reg_num == rs)
               out_data_a <= reg_data;
          if(reg_num == rt)
               out_data_b <= reg_data;
          if(reg_num == rd)    
               reg_data <= i_data;
      end
end
endmodule
`timescale 1ns / 1ps
module register_06(rst,rs,rt,rd,i_data,out_data_a,out_data_b);
input rst;
input [4:0]rs,rt,rd;
input [31:0] i_data;
output reg [31:0] out_data_a;
output reg [31:0] out_data_b;
reg [4:0]  reg_num;
reg [31:0] reg_data;
always @(*) begin
      if(rst) begin
            reg_num = 6;
      end
      else begin
          if(reg_num == rs)
               out_data_a <= reg_data;
          if(reg_num == rt)
               out_data_b <= reg_data;
          if(reg_num == rd)    
               reg_data <= i_data;
      end
end
endmodule
`timescale 1ns / 1ps
module register_07(rst,rs,rt,rd,i_data,out_data_a,out_data_b);
input rst;
input [4:0]rs,rt,rd;
input [31:0] i_data;
output reg [31:0] out_data_a;
output reg [31:0] out_data_b;
reg [4:0]  reg_num;
reg [31:0] reg_data;
always @(*) begin
      if(rst) begin
            reg_num = 7;
      end
      else begin
          if(reg_num == rs)
               out_data_a <= reg_data;
          if(reg_num == rt)
               out_data_b <= reg_data;
          if(reg_num == rd)    
               reg_data <= i_data;
      end
end
endmodule
`timescale 1ns / 1ps
module register_08(rst,rs,rt,rd,i_data,out_data_a,out_data_b);
input rst;
input [4:0]rs,rt,rd;
input [31:0] i_data;
output reg [31:0] out_data_a;
output reg [31:0] out_data_b;
reg [4:0]  reg_num;
reg [31:0] reg_data;
always @(*) begin
      if(rst) begin
            reg_num = 8;
      end
      else begin
          if(reg_num == rs)
               out_data_a <= reg_data;
          if(reg_num == rt)
               out_data_b <= reg_data;
          if(reg_num == rd)    
               reg_data <= i_data;
      end
end
endmodule
`timescale 1ns / 1ps
module register_09(rst,rs,rt,rd,i_data,out_data_a,out_data_b);
input rst;
input [4:0]rs,rt,rd;
input [31:0] i_data;
output reg [31:0] out_data_a;
output reg [31:0] out_data_b;
reg [4:0]  reg_num;
reg [31:0] reg_data;
always @(*) begin
      if(rst) begin
            reg_num = 9;
      end
      else begin
          if(reg_num == rs)
               out_data_a <= reg_data;
          if(reg_num == rt)
               out_data_b <= reg_data;
          if(reg_num == rd)    
               reg_data <= i_data;
      end
end
endmodule
`timescale 1ns / 1ps
module register_10(rst,rs,rt,rd,i_data,out_data_a,out_data_b);
input rst;
input [4:0]rs,rt,rd;
input [31:0] i_data;
output reg [31:0] out_data_a;
output reg [31:0] out_data_b;
reg [4:0]  reg_num;
reg [31:0] reg_data;
always @(*) begin
      if(rst) begin
            reg_num = 10;
      end
      else begin
          if(reg_num == rs)
               out_data_a <= reg_data;
          if(reg_num == rt)
               out_data_b <= reg_data;
          if(reg_num == rd)    
               reg_data <= i_data;
      end
end
endmodule
`timescale 1ns / 1ps
module register_25(rst,rs,rt,rd,i_data,out_data_a,out_data_b);
input rst;
input [4:0]rs,rt,rd;
input [31:0] i_data;
output reg [31:0] out_data_a;
output reg [31:0] out_data_b;
reg [4:0]  reg_num;
reg [31:0] reg_data;
always @(*) begin
      if(rst) begin
            reg_num = 25;
      end
      else begin
          if(reg_num == rs)
               out_data_a <= reg_data;
          if(reg_num == rt)
               out_data_b <= reg_data;
          if(reg_num == rd)    
               reg_data <= i_data;
      end
end
endmodule
`timescale 1ns / 1ps
module register_26(rst,rs,rt,rd,i_data,out_data_a,out_data_b);
input rst;
input [4:0]rs,rt,rd;
input [31:0] i_data;
output reg [31:0] out_data_a;
output reg [31:0] out_data_b;
reg [4:0]  reg_num;
reg [31:0] reg_data;
always @(*) begin
      if(rst) begin
            reg_num = 26;
      end
      else begin
          if(reg_num == rs)
               out_data_a <= reg_data;
          if(reg_num == rt)
               out_data_b <= reg_data;
          if(reg_num == rd)    
               reg_data <= i_data;
      end
end
endmodule
`timescale 1ns / 1ps
module register_27(rst,rs,rt,rd,i_data,out_data_a,out_data_b);
input rst;
input [4:0]rs,rt,rd;
input [31:0] i_data;
output reg [31:0] out_data_a;
output reg [31:0] out_data_b;
reg [4:0]  reg_num;
reg [31:0] reg_data;
always @(*) begin
      if(rst) begin
            reg_num = 27;
      end
      else begin
          if(reg_num == rs)
               out_data_a <= reg_data;
          if(reg_num == rt)
               out_data_b <= reg_data;
          if(reg_num == rd)    
               reg_data <= i_data;
      end
end
endmodule
`timescale 1ns / 1ps
module register_28(rst,rs,rt,rd,i_data,out_data_a,out_data_b);
input rst;
input [4:0]rs,rt,rd;
input [31:0] i_data;
output reg [31:0] out_data_a;
output reg [31:0] out_data_b;
reg [4:0]  reg_num;
reg [31:0] reg_data;
always @(*) begin
      if(rst) begin
            reg_num = 28;
      end
      else begin
          if(reg_num == rs)
               out_data_a <= reg_data;
          if(reg_num == rt)
               out_data_b <= reg_data;
          if(reg_num == rd)    
               reg_data <= i_data;
      end
end
endmodule
`timescale 1ns / 1ps
module register_29(rst,rs,rt,rd,i_data,out_data_a,out_data_b);
input rst;
input [4:0]rs,rt,rd;
input [31:0] i_data;
output reg [31:0] out_data_a;
output reg [31:0] out_data_b;
reg [4:0]  reg_num;
reg [31:0] reg_data;
always @(*) begin
      if(rst) begin
            reg_num = 29; 
      end
      else begin
          if(reg_num == rs)
               out_data_a <= reg_data;
          if(reg_num == rt)
               out_data_b <= reg_data;
          if(reg_num == rd)    
               reg_data <= i_data;
      end
end
endmodule
`timescale 1ns / 1ps
module register_30(rst,rs,rt,rd,i_data,out_data_a,out_data_b);
input rst;
input [4:0]rs,rt,rd;
input [31:0] i_data;
output reg [31:0] out_data_a;
output reg [31:0] out_data_b;
reg [4:0]  reg_num;
reg [31:0] reg_data;
always @(*) begin
      if(rst) begin
            reg_num = 30;
      end
      else begin
          if(reg_num == rs)
               out_data_a <= reg_data;
          if(reg_num == rt)
               out_data_b <= reg_data;
          if(reg_num == rd)    
               reg_data <= i_data;
      end
end
endmodule
`timescale 1ns / 1ps
module register_31(rst,rs,rt,rd,i_data,out_data_a,out_data_b);
input rst;
input [4:0]rs,rt,rd;
input [31:0] i_data;
output reg [31:0] out_data_a;
output reg [31:0] out_data_b;
reg [4:0]  reg_num;
reg [31:0] reg_data;
always @(*) begin
      if(rst) begin
            reg_num = 31;
      end
      else begin
          if(reg_num == rs)
               out_data_a <= reg_data;
          if(reg_num == rt)
               out_data_b <= reg_data;
          if(reg_num == rd)    
               reg_data <= i_data;
      end
end
endmodule
`timescale 1ns / 1ps
module sign_extend(in_1,out);
input [15:0] in_1;
output reg [31:0] out;
wire s_bit = in_1[15];
always @(*) begin
       out = {s_bit,{16{1'b0}},in_1[14:0]};
end
endmodule
==> reports/metrics.json <==
{
  "synthXorXnorAreaFrac": 0.00898,
  "cts-root-buf": "clkbuf_16",
  "initial_core_util": 0.404,
  "critical_path_arrival_ps": 7540,
  "p_sw_frac": 0.358,
  "globalRoute.totalOverflow": 0,
  "synth_cell_types": 82,
  "finalWorstPathRequiredPeriod_ps": 10560,
  "fin_util": 0.449,
  "critical_path_peak_fanout": 4,
  "report.final.hold_viol_count": 0,
  "netlist_instances": 4050,
  "synthesis.yosys.warnings": 24,
  "core_region_area_um2": 118000,
  "syn2layout_area_growth_pct": 11.1,
  "worst_path_largest_cell_delay_ps": 550,
  "post-dp-hpwl_mm": 125,
  "finalWirelength_mm": 210,
  "max-vdd-ir-drop_v": 0.0000608,
  "hp-start": "i_instr[14]",
  "synth_largest_type_area_fraction": 0.707,
  "gate_power_share": 0.317,
  "io_buffers": 238,
  "maxCapViolCount": 0,
  "power.share.sequential": 0.520,
  "tightestPinTransition_ps": 1110,
  "drt_drc_violations_left": 0,
  "avgViaCountPerCell": 6.14,
  "worstPathCellList": "clkdlybuf4s50_1, inv_1, ha_1, fa_1, a31oi_1, a221oi_1, o31ai_1, o21ai_0, a311oi_2, a311oi_1, or4_1, a31oi_1, clkdlybuf4s50_1",
  "setup_total_negative_slack_ps": 0,
  "cts_tree": "built",
  "final_layout_top_logic_cells": "2,249 x dlxtn_1, 237 x clkdlybuf4s50_1, 133 x buf_4",
  "count_of_flip_flops_with_a_built_in_enable_after_synthesis": 92,
  "post_synth_adder_cell_area": 0.0126,
  "pre_cts_slack_ps": 4560,
  "worst_setup_path_start_kind": "primary input",
  "max-slew-margin-rel": 0.257,
  "largest_net_degree_at_the_start_of_global_routing": 58,
  "post_synth_and_or_nand_nor_area_fraction": 0.0662,
  "postCtsSetupRepairBufs": 0,
  "number_of_register_pins_that_no_clock_reaches": 2250,
  "drt-wirelength-per-cell_um": 36.1,
  "die_height_um": 348,
  "cell_internal_pwr_w": 0.00101,
  "synth_top_cell_by_area": "dlxtn_1",
  "chipArea_um2": 121000,
  "grt_pass1_wl_mm": 282,
  "floorplan.rows": 126,
  "synth_top_flop_cell": "dlxtn_1",
  "power_per_cell_area_nw_per_um2": 29.7,
  "net-switching-power_w": 0.000565,
  "setup.worst_path.start": "i_pc[2]",
  "area_leaders": "dlxtn_1 71%, edfxtp_1 5.8%, a222oi_1 2.4%",
  "required_ps": 12080,
  "grt.total_usage": 0.359,
  "ant_nets": 0,
  "timing.fmax_ghz": 0.0947,
  "timing.critical_path.slowest_stage_cell": "o31ai_1",
  "first_pass_iters": 9,
  "finalSetupViolCount": 0,
  "main_logic_family": "AND-OR/OR-AND gates",
  "p_leak_nw": 24.5,
  "setup_slack_ps": 4540,
  "power.clock.fraction": 0.163,
  "ys.flops": 2342,
  "compound_area_frac": 0.119,
  "max-clock-path-buffers": 2,
  "first_iter_violations": 3858,
  "syn_area_um2": 47800,
  "clock_pin_transition_on_the_worst_setup_and_hold_timing_paths_ps": 80,
  "ys_async_sr_fraction": 0,
  "synth.yosys.chip_area_um2": 47800,
  "die_w_um": 348,
  "cts-htree-levels": 3,
  "cts.hold.buffers_added": 0,
  "grt_setup_unrepaired": "no",
  "min_period_over_period": 0.699,
  "cts_buffers": 9,
  "final_cells": 5808,
  "critPathCaptureType": "output pin",
  "post_route_cells_drive_above_1_share": 0.0660,
  "hold_class": "in2reg",
  "status": "finished clean",
  "yosysCellCount": 4050,
  "synth_area_per_cell_um2": 11.8,
  "layout_top_cell_excl_fill_tap": "dlxtn_1",
  "stage_log_warnings": 54,
  "unconstrained_endpoints": 2322,
  "worstHoldEndpoint": "o_se[14]$_DFFE_PN_",
  "gp_congestion": 0.979,
  "layout_fillers": 10700,
  "first_global_vias": 34400,
  "antenna_violations_before_repair": 24,
  "via_count": 35700,
  "max_slew_vio_count": 0,
  "synth.area.mux_share": 0.00657,
  "post-place-cells": 5778,
  "io_pins": 255,
  "criticalPathCategory": "in2out",
  "cts_resized": 0,
  "min_path_cells": 1
}
==> stage by stage <==
stage,cell area (µm²),hold WS (ps),power (W)
final,53000,3320,0.00158
after global routing,53000,3310,0.00164
after CTS,53000,3300,0.00156
after detailed placement,52700,3710,0.00130
after global placement,52700,3700,0.00130
after floorplan,47800,3120,0.000987
==> critical path, delay by kind of cell <==
kind,cells,cell delay (ps)
compound gates,7,2220
fa+ha+maj,2,680
simple gates,1,500
buf+inv,3,1100
==> per-layer routing <==
metal  GRT usage  up-vias  wire length [µm]
li1            -    14600                 -
met1       0.452    17200             73400
met2       0.515     3085             89400
met3       0.199      731             34900
met4       0.154       30             11500
met5      0.0116        -               457
==> cells in the mapped netlist, drive strengths merged (36+ instances only) <==
master and count:
dlxtn 2250, nand2 165, clkbuf 148, nand3 144, a22oi 123, a22o 120
a222oi 115, nor2 101, edfxtp 92, a221oi 90, o21ai 70, inv 50
a21oi 49, buf 46, ha 45, a211oi 36
==> cell families (layout without fill, tap and decap cells) <==
group,Yosys count,in the layout
XOR/XNOR,49,49
AND-OR/OR-AND,712,712
other,1,30
multiplexers,30,30
AND/OR/NAND/NOR,625,625
flip-flops,92,92
adder cells (fa/ha/maj),47,47
buffers and inverters,244,437
latches,2250,2250
==> how the worst max path moves through the flow <==
| stage | depth (start not counted) | to | slack [ps] |
|---|---|---|---|
| 4_1_cts | 13 | new_pc[26] | 4540 |
| 5_1_grt | 13 | new_pc[26] | 4350 |
| 6_report | 13 | new_pc[26] | 4540 |
==> layout make-up <==
class                   instances  area [µm²]  share of cell area
repair buffers                371        3380              0.0636
clock inverters                 7        93.8             0.00177
diodes                         14        35.0            0.000660
inverters                      50         193             0.00363
multi-input cells            1479       10700               0.201
clock buffers                   9         225             0.00425
well taps                    1536        1920              0.0362
flip-flops and latches       2342       36500               0.689
==> power groups by stage <==
| stage | sequential, W | clock (W) | combinational (W) |
|---|---|---|---|
| CTS | 0.000819 | 0.000267 | 0.000479 |
| finish | 0.000820 | 0.000258 | 0.000499 |
| global route | 0.000849 | 0.000272 | 0.000514 |
Power and IR drop assume default switching activity.
